==> flow/design.v <==
module  SingleCycleProcessor(DBtheRegVal,Instr,DBtheReg,clk,reset);
  output  [31:0]  DBtheRegVal, Instr;
  input   [3:0]   DBtheReg;
  input           clk, reset;
  wire            PCSrc, MemtoReg, MemWrite, ALUSrc;
  wire    [1:0]   ImmSrc, RegSrc;
  wire    [2:0]   ALUControl;
  wire    [31:0]  Instr, PCPrime, PCPlus4, PCPlus8, Result, ReadData,
                  ALUResult, SrcA, SrcB, RD2, WriteData, ExtImm;
  wire    [3:0]   RA1, RA2, ALUFlags;
  reg     [31:0]  PC;
  always @(posedge clk)
    if(reset)
        PC <= 0;
    else
        PC <= PCPrime;
  controlunit     ctrlu(.PCSrc(PCSrc),.MemtoReg(MemtoReg),.MemWrite(MemWrite),
                        .ALUControl(ALUControl),.ALUSrc(ALUSrc),.ImmSrc(ImmSrc),
                        .RegWrite(RegWrite),.RegSrc(RegSrc),
                        .Instr(Instr),.Flags(ALUFlags),.clk(clk));
  imem            imemv(.RD(Instr),.A(PC));
  regfileDB       regfl(.RD1(SrcA),.RD2(RD2),.A1(RA1),.A2(RA2),.A3(Instr[15:12]),
                        .WD3(Result),.R15(PCPlus8),.WE3(RegWrite),
                        .clk(clk),.reset(reset),.DBtheRegVal(DBtheRegVal),.DBtheReg(DBtheReg));
  extend          extim(.ExtImm(ExtImm),.theData(Instr[23:0]),.ImmSrc(ImmSrc));
  alu             alumv(.ALUResult(ALUResult),.ALUFlags(ALUFlags),.ALUControl(ALUControl),
                        .SrcA(SrcA),.SrcB(SrcB));
  dmem            dmemv(.RD(ReadData),.A(ALUResult),.WD(WriteData),.WE(MemWrite),.clk(clk));
  assign  PCPrime = PCSrc ? Result : PCPlus4;
  assign  PCPlus4 = PC+4;
  assign  PCPlus8 = PCPlus4+4;
  assign  Result  = MemtoReg ? ReadData : ALUResult;
  assign  RA1     = RegSrc[0] ? 4'd15 : Instr[19:16];
  assign  RA2     = RegSrc[1] ? Instr[15:12] : Instr[3:0];
  assign  SrcB    = ALUSrc ? ExtImm : RD2;
  assign  WriteData = RD2;
endmodule
module alu(ALUResult,ALUFlags,ALUControl,SrcA,SrcB);
  output  [31:0]  ALUResult;
  output  [3:0]   ALUFlags;
  input   [2:0]   ALUControl;
  input   [31:0]  SrcA, SrcB;
  reg     [31:0]  ALUResult;
  reg             N,Z,C,V;
  always @(ALUControl,SrcA,SrcB)
    case(ALUControl)
      3'b000:  begin   {C,ALUResult}=SrcA+SrcB;         
                      Z=(ALUResult==32'b0);
                      N=ALUResult[31];
                      V=SrcA[31]&&SrcB[31]&&(!ALUResult[31])
                        ||(!SrcA[31])&&(!SrcB[31])&&ALUResult[31];
              end
      3'b001:  begin   {C,ALUResult}=SrcA+(-SrcB);      
                      C=!C;
                      Z=(ALUResult==32'b0);
                      N=ALUResult[31];
                      V=SrcA[31]&&(!SrcB[31])&&(!ALUResult[31])
                        ||(!SrcA[31])&&(SrcB[31])&&ALUResult[31];
              end
      3'b010:  begin   ALUResult=SrcA&SrcB;             
                      Z=(ALUResult==32'b0);
                      N=ALUResult[31];
                      V=0;     
                      C=0;     
              end
      3'b011:  begin   ALUResult=SrcA|SrcB;             
                      Z=(ALUResult==32'b0);
                      N=ALUResult[31];
                      V=0;     
                      C=0;     
              end
      3'b100:  begin   ALUResult=SrcA^SrcB;             
                      Z=(ALUResult==32'b0);
                      N=ALUResult[31];
                      V=0;     
                      C=0;     
              end
      default:  begin ALUResult=0; {N,Z,C,V}=4'b0100; end
    endcase
  assign ALUFlags = {N,Z,C,V};   
endmodule
module controlunit(PCSrc,MemtoReg,MemWrite,ALUControl,ALUSrc,ImmSrc,RegWrite,RegSrc,
                   Instr,Flags,clk);
  output          PCSrc, MemtoReg, MemWrite,ALUSrc,RegWrite;
  output [1:0]    ImmSrc, RegSrc;
  output [2:0]    ALUControl;
  input  [31:0]   Instr;
  input  [3:0]    Flags;
  input           clk;
  reg             N,Z,C,V;     
  reg             CondEx;      
  reg    [1:0]    FlagW;
  reg    [2:0]    ALUControl;
  wire   [3:0]    Cond, Rd;
  wire   [1:0]    Op;
  wire   [5:0]    Funct;
  wire            S;
  wire            Branch, MemW, RegW, ALUOp;
  wire            PCS;
  assign  Cond  = Instr[31:28];
  assign  Op    = Instr[27:26];
  assign  Funct = Instr[25:20];
  assign  Rd    = Instr[15:12];
  assign  S     = Instr[20];
  assign  Branch   = (Op==2'b10);
  assign  MemtoReg = (Op==2'b01)&&(Funct[0]);
  assign  MemW     = (Op==2'b01)&&(!Funct[0]);
  assign  ALUSrc   = !((Op==2'b00)&&(!Funct[5]));
  assign  ImmSrc   = Op;
  assign  RegW     = ((Op==2'b00)&&(!(Funct[4:1]==4'b1010))) || ((Op==2'b01)&&Funct[0]);
  assign  RegSrc[1]= (Op==2'b01)&&(!Funct[0]);
  assign  RegSrc[0]= (Op==2'b10);
  assign  ALUOp    = (Op==2'b00);
  assign  PCS = ((Rd==4'd15) && RegW) || Branch;
  always @(ALUOp,Funct,S)
    case(ALUOp)
      1'b0:   {ALUControl,FlagW} = 4'b000_00;
      1'b1:   case({Funct[4:1],S})
                5'b0100_0:  {ALUControl,FlagW} = 5'b000_00;   
                5'b0100_1:  {ALUControl,FlagW} = 5'b000_11;   
                5'b0010_0:  {ALUControl,FlagW} = 5'b001_00;   
                5'b0010_1:  {ALUControl,FlagW} = 5'b001_11;   
                5'b0000_0:  {ALUControl,FlagW} = 5'b010_00;   
                5'b0000_1:  {ALUControl,FlagW} = 5'b010_10;   
                5'b1100_0:  {ALUControl,FlagW} = 5'b011_00;   
                5'b1100_1:  {ALUControl,FlagW} = 5'b011_10;   
                5'b1010_0:  {ALUControl,FlagW} = 5'b001_11;   
                5'b1010_1:  {ALUControl,FlagW} = 5'b001_11;   
                5'b0001_0:  {ALUControl,FlagW} = 5'b100_00;   
                5'b0001_1:  {ALUControl,FlagW} = 5'b100_10;   
                default:    {ALUControl,FlagW} = 5'b00_00;  
              endcase
      default: {ALUControl,FlagW} = 4'b000_00;
    endcase
  always @(posedge clk) begin
    N <= (FlagW[1]&&CondEx) ? Flags[3] : N;
    Z <= (FlagW[1]&&CondEx) ? Flags[2] : Z;
    C <= (FlagW[0]&&CondEx) ? Flags[1] : C;
    V <= (FlagW[0]&&CondEx) ? Flags[0] : V;
  end
  always @(Cond,N,Z,C,V)
    case(Cond)
      4'b0000:    CondEx = Z;                      
      4'b0001:    CondEx = !Z;                     
      4'b0010:    CondEx = C;                      
      4'b0011:    CondEx = !C;                     
      4'b0100:    CondEx = N;                      
      4'b0101:    CondEx = !N;                     
      4'b0110:    CondEx = V;                      
      4'b0111:    CondEx = !V;                     
      4'b1000:    CondEx = (!Z) && C;              
      4'b1001:    CondEx = Z || (!C);              
      4'b1010:    CondEx = !(N ^ V);               
      4'b1011:    CondEx = N ^ V;                  
      4'b1100:    CondEx = (!Z) && (!(N ^ V));     
      4'b1101:    CondEx = Z || (N ^ V);           
      4'b1110:    CondEx = 1;                      
      default:    CondEx = 1;
    endcase
  assign  PCSrc = PCS && CondEx;
  assign  RegWrite = RegW && CondEx;
  assign  MemWrite = MemW && CondEx;
endmodule
module dmem(RD,A,WD,WE,clk);
  output  [31:0]  RD;
  input   [31:0]  A, WD;
  input           WE, clk;
  reg     [31:0]  RD;
  reg     [31:0]  dMem [7:0];
  always @(posedge clk)
    if(WE)
      dMem[A[4:2]] <= WD;
  always @(A,dMem[A[4:2]])
    RD = dMem[A[4:2]];
endmodule
module  extend(ExtImm,theData,ImmSrc);
  output  [31:0]  ExtImm;
  input   [23:0]  theData;
  input   [1:0]   ImmSrc;
  reg     [31:0]  ExtImm;
  always  @(theData, ImmSrc)
    case(ImmSrc)
      2'b00:  ExtImm = {24'b0,theData[7:0]};
      2'b01:  ExtImm = {21'b0,theData[11:0]};
      2'b10:  ExtImm = {{6{theData[23]}},theData[23:0],2'b00};
      default:  ExtImm = 32'b0;
    endcase
endmodule
module imem(RD,A);
  output  [31:0]  RD;
  input   [31:0]  A;
  reg     [31:0]  RD;
  always @(A)
    case(A[5:2])
      4'b0000: RD = 32'hE032_2002;   
      4'b0001: RD = 32'h1AFF_FFFD;   
      4'b0010: RD = 32'hE202_3000;   
      4'b0011: RD = 32'hE383_4030;   
      4'b0100: RD = 32'hE082_2004;   
      4'b0101: RD = 32'hE092_2002;   
      4'b0110: RD = 32'h2022_2002;   
      4'b0111: RD = 32'hE244_4001;   
      4'b1000: RD = 32'h5354_0000;   
      4'b1001: RD = 32'h1AFF_FFF9;   
      4'b1010: RD = 32'hE583_2000;   
      4'b1011: RD = 32'hE593_5000;   
      4'b1100: RD = 32'hEAFF_FFFE;   
      default: RD = 32'hEAFF_FFFE;   
    endcase
endmodule
module regfileDB(RD1,RD2,A1,A2,A3,WD3,R15,WE3,clk,reset,DBtheRegVal,DBtheReg);
  output  [31:0]  RD1, RD2;
  input   [3:0]   A1, A2, A3;
  input   [31:0]  WD3, R15;
  input           WE3, clk, reset;
  output  [31:0]  DBtheRegVal;
  input   [3:0]   DBtheReg;
  reg     [31:0]  rf[14:0];
  always @(posedge clk)
    if(reset) begin
      rf[0]<=0; rf[1]<=0; rf[2]<=0; rf[3]<=0;
      rf[4]<=0; rf[5]<=0; rf[6]<=0; rf[7]<=0;
      rf[8]<=0; rf[9]<=0; rf[10]<=0; rf[11]<=0;
      rf[12]<=0; rf[13]<=0; rf[14]<=0;
    end else
    if(WE3)
      rf[A3] <= WD3;
  assign  RD1 = (A1 == 4'd15) ? R15 : rf[A1];
  assign  RD2 = (A2 == 4'd15) ? R15 : rf[A2];
  assign  DBtheRegVal = (DBtheReg == 4'd15) ? R15 : rf[DBtheReg];
endmodule
module Hex27Seg(Leds,HexVal);
  output[0:6] Leds;
  input [3:0] HexVal;
  reg   [0:6] Leds;
  always @(HexVal)
  begin
    case(HexVal)
      4'h0:  Leds = 7'b000_0001;   
      4'h1:  Leds = 7'b100_1111;   
      4'h2:  Leds = 7'b001_0010;   
      4'h3:  Leds = 7'b000_0110;   
      4'h4:  Leds = 7'b100_1100;   
      4'h5:  Leds = 7'b010_0100;   
      4'h6:  Leds = 7'b010_0000;   
      4'h7:  Leds = 7'b000_1111;   
      4'h8:  Leds = 7'b000_0000;   
      4'h9:  Leds = 7'b000_0100;   
      4'hA:  Leds = 7'b000_1000;   
      4'hB:  Leds = 7'b110_0000;   
      4'hC:  Leds = 7'b011_0001;   
      4'hD:  Leds = 7'b100_0010;   
      4'hE:  Leds = 7'b011_0000;   
      4'hF:  Leds = 7'b011_1000;   
      default:  Leds = 7'b111_1111;  
    endcase
  end
endmodule
module Mux4Machine(muxd,adrive,A,B,C,D,clk,reset,blank);
  output [3:0] muxd;  
  output [3:0] adrive;   
  input  [3:0] A,B,C,D,blank;
  input        clk,reset;
  reg    [3:0] muxd, adrive;
  parameter NUMSVAR=20;
  reg    [NUMSVAR:1] nS, S;  
  always @(posedge clk)
    if (reset) S <= 0;
    else  S <= nS;
  always @(S)
    nS = S + 1;
  always @(S[NUMSVAR:NUMSVAR-2] or A or B or C or D or blank)
  begin
    case(S[NUMSVAR:NUMSVAR-2])
        3'b111: begin muxd=A; adrive=(!blank[3] ? 4'b0111 : 4'b1111); end
        3'b110: begin muxd=A; adrive=(4'b1111); end
        3'b101: begin muxd=B; adrive=(!blank[2] ? 4'b1011 : 4'b1111); end
        3'b100: begin muxd=A; adrive=(4'b1111); end
        3'b011: begin muxd=C; adrive=(!blank[1] ? 4'b1101 : 4'b1111); end
        3'b010: begin muxd=A; adrive=(4'b1111); end
        3'b001: begin muxd=D; adrive=(!blank[0] ? 4'b1110 : 4'b1111); end
        3'b000: begin muxd=A; adrive=(4'b1111); end
        default: begin muxd=A; adrive=4'b1111; end
    endcase
  end
endmodule
module TopLevelSCUWARM(sevenSegmentsa2g,anodeDrives,theReg,DisplayTog,TopHalf,PushButton,clk,reset);
  output [0:6]    sevenSegmentsa2g;
  output [3:0]    anodeDrives;
  input  [3:0]    theReg;
  input           DisplayTog, TopHalf, PushButton, clk, reset;
  wire   [31:0]   theRegVal, theInstr;
  wire   [3:0]    the7SegVal;
  reg   [3:0]    setA, setB, setC, setD;
  SingleCycleProcessor    scpuw(.DBtheRegVal(theRegVal),.Instr(theInstr),.DBtheReg(theReg),.clk(PushButton),.reset(reset));
  Mux4Machine             mux4m(.muxd(the7SegVal),.adrive(anodeDrives),.A(setA),.B(setB),
                                .C(setC),.D(setD),.clk(clk),.reset(reset),.blank(4'b0000));
  Hex27Seg                hx27s(.Leds(sevenSegmentsa2g),.HexVal(the7SegVal));
  always @(*) begin
  if (!DisplayTog) begin
    setA = TopHalf ? theRegVal[31:28] : theRegVal[15:12];
    setB = TopHalf ? theRegVal[27:24] : theRegVal[11:8];
    setC = TopHalf ? theRegVal[23:20] : theRegVal[7:4];
    setD = TopHalf ? theRegVal[19:16] : theRegVal[3:0];  
  end
  else begin
    setA = TopHalf ? theInstr[31:28] : theInstr[15:12];
    setB = TopHalf ? theInstr[27:24] : theInstr[11:8];
    setC = TopHalf ? theInstr[23:20] : theInstr[7:4];
    setD = TopHalf ? theInstr[19:16] : theInstr[3:0];  
  end
  end
endmodule
==> flow/run.sh <==
#!/bin/bash
# OpenROAD 26Q1-2900-gdf79404cd8, Yosys 0.63+post, stock flow scripts
make -C /OpenROAD-flow-scripts/flow DESIGN_CONFIG=/design/flow/config.mk WORK_HOME=/design/flow/orfs finish
==> flow/config.mk <==
export PLATFORM = sky130hd
export DESIGN_NAME = TopLevelSCUWARM
export DESIGN_NICKNAME = TopLevelSCUWARM
export VERILOG_FILES = /design/flow/design.v
export SDC_FILE = /design/flow/constraint.sdc
export NUM_CORES = 4
export LEC_CHECK = 1
export CORE_UTILIZATION = 30
==> flow/constraint.sdc <==
current_design TopLevelSCUWARM

set clk_period 45.4
set clk_io_pct 0.2

create_clock -name clk0 -period $clk_period [get_ports {PushButton}]
create_clock -name clk1 -period $clk_period [get_ports {clk}]

set non_clock_inputs [all_inputs -no_clocks]
set_input_delay [expr $clk_period * $clk_io_pct] -clock clk0 $non_clock_inputs
set_output_delay [expr $clk_period * $clk_io_pct] -clock clk0 [all_outputs]
==> impl_metrics.tcl <==
# yosys + openroad results
set metrics [dict create \
    synth_dominant_cell_count "sky130_fd_sc_hd__edfxtp_1" \
    vias_cell 5.69 \
    chip_area_um2 176000 \
    drc 0 \
    min-delay-path-class "reg2reg" \
    seq_area_frac_synth 0.473 \
    place_worst_setup_slack_ns 22.23 \
    cts_post_setup_buffers_inserted 0 \
    instances_no_fill 7144 \
    timing.max_cap.violations 0 \
    fin_util 0.345 \
    drtIter0Drc 3705 \
    synth.yosys.num_cells 4594 \
    finClkSkew_ns 0.0592 \
    i_o_pin_cnt 20 \
    post-dp-hpwl_um 134000 \
    yosysUniqueCellTypes 118 \
    ff_type "sky130_fd_sc_hd__edfxtp_1" \
    status "complete, no violations" \
    vias 40600 \
    synth_area_um2 52200 \
    portBuffers 18 \
    timing.slew.headroom 0.290 \
    tns_ns 0 \
    critical_path_required_ns 36.32 \
    stage_log_warnings 106 \
    netlist_instances 4594 \
    grt_setup_unrepaired "false" \
    synth_flop_count 845 \
    die-height_um 419 \
    final-hold-violation-count 0 \
    drtAntennaViolNets 0 \
    cp-end-kind "primary output" \
    number_of_flops_mapped_to_enable_cells_by_yosys 772 \
    placement.cell_area_um2 56100 \
    post-place-cells 6965 \
    globalplace.congestion 1.03 \
    finalSetupViolations 0 \
    average_wire_per_cell_in_the_routed_design_um 27.9 \
    worstSetupStartpointType "primary input" \
    top_cells_by_count_synth "772 x sky130_fd_sc_hd__edfxtp_1, 455 x sky130_fd_sc_hd__nor2_1, 450 x sky130_fd_sc_hd__nand2_1, 300 x sky130_fd_sc_hd__mux4_2, 256 x sky130_fd_sc_hd__clkbuf_1" \
    cts_tree "built" \
    drv_slew 0 \
    overflow 0 \
    gr-usage-all-layers 0.238 \
    numClockSinks 845 \
    cts_hold_repair.buffers 0 \
    yosys.area.top_type_share 0.445 \
    worst_setup_hold_path_clk_slew_ns 0.06 \
    drive_gt1_frac 0.167 \
    grt_max_degree 88 \
    yosys_warnings 11 \
    detail_route.wirelength_um 199000 \
    final_area_um2 59300 \
    antenna_violations_before_repair 6 \
    largest_cells_by_area "sky130_fd_sc_hd__edfxtp_1 44%, sky130_fd_sc_hd__mux4_2 13%, sky130_fd_sc_hd__nor2_1 3.3%, sky130_fd_sc_hd__nand2_1 3.2%, sky130_fd_sc_hd__mux2i_1 3.0%" \
    site_row_count 152 \
    critical_path_arrival_ns 14.05 \
    yosys-stat-area_um2 52200 \
    fp-utilization 0.303 \
    syn_to_final_growth_pct 13.7 \
    async_reset_ff_frac 0 \
    global_route_wire_length_before_repair_um 286000 \
    grt_pass1_vias 40300 \
    synthesis.area_per_instance_um2 11.4 \
    post_cts.resized_instances 0 \
    post-route-worst-setup-slack_ns 22.27 \
    fin_worst_hold_slack_ns 0.487 \
    critical_path_class "in2out" \
    worst-path-max-fanout 47 \
    yosysTopAreaCell "sky130_fd_sc_hd__edfxtp_1" \
    die_w_um 419 \
    firstDrtPassIters 5 \
    worst_pin_slew_ns 1.06 \
    worst-r2r-setup-slack_ns 34.96 \
    fp.coreArea_um2 172000 \
]
-- final timing paths --
kind / from / to / cells after the start
max: theReg[0] / sevenSegmentsa2g[3] / 14
min: mux4m.S[1]$_SDFF_PP0_ / mux4m.S[1]$_SDFF_PP0_ / 1
max reg2reg: theInstr[26]$_SDFF_PP0_ / scpuw.regfl.rf[3][31]$_SDFFCE_PN0P_ / 22
min reg2reg: mux4m.S[1]$_SDFF_PP0_ / mux4m.S[1]$_SDFF_PP0_ / 1
max in group clk1: reset / mux4m.S[16]$_SDFF_PP0_ / 3
min in group clk0: scpuw.PC[31]$_SDFF_PP0_ / scpuw.PC[31]$_SDFF_PP0_ / 3
-- final cells by class --
class | instances | area [µm²]
Tap cell | 2310 | 2890
Inverter | 170 | 638
Multi-Input combinational cell | 3447 | 26400
Fill cell | 16700 | 113000
Timing Repair Buffer | 193 | 1510
Antenna cell | 5 | 12.5
Sequential cell | 845 | 24700
Clock inverter | 62 | 742
Clock buffer | 112 | 2500
-- state kept, by name (all words and copies together) (netlist names) --
signal / cells
scpuw.Instr: 8
scpuw.ctrlu.N: 1
scpuw.regfl.rf: 512
scpuw.dmemv.dMem: 256
theInstr: 13
scpuw.ctrlu.C: 1
mux4m.S: 20
scpuw.ctrlu.V: 1
scpuw.ctrlu.Z: 1
scpuw.PC: 32
-- critical path, stage by stage --
cell                              delay, ns
sky130_fd_sc_hd__clkbuf_8              0.43
sky130_fd_sc_hd__buf_4                 0.59
sky130_fd_sc_hd__buf_4                 0.47
sky130_fd_sc_hd__mux4_2                0.55
sky130_fd_sc_hd__mux4_2                0.56
sky130_fd_sc_hd__a211oi_1              0.17
sky130_fd_sc_hd__or3_1                 0.13
sky130_fd_sc_hd__a21o_1                0.09
sky130_fd_sc_hd__o211ai_1              0.10
sky130_fd_sc_hd__o22ai_2               0.47
sky130_fd_sc_hd__inv_1                 0.16
sky130_fd_sc_hd__ha_1                  0.26
sky130_fd_sc_hd__mux4_2                0.49
sky130_fd_sc_hd__clkdlybuf4s50_1       0.41
-- layer usage --
metal / share of wire / vias up / wire length, µm / track usage
li1: - / 17700 / - / -
met1: 0.35 / 19700 / 69800 / 0.288
met2: 0.43 / 2752 / 85600 / 0.335
met3: 0.17 / 541 / 33700 / 0.161
met4: 0.048 / 17 / 9560 / 0.0898
met5: 0.0033 / - / 652 / 0.0247
-- cell families (layout without fill, tap and decap cells) --
logic type,count (synthesis),in the layout,synth area share
AND/OR/NAND/NOR,1420,1420,0.129
multiplexers,496,496,0.168
XOR/XNOR,118,118,0.0202
adder cells (fa/ha/maj),120,120,0.0291
buffers and inverters,557,537,0.0441
flip-flops,845,845,0.473
AND-OR/OR-AND,1037,1037,0.137
other,1,261,0.0000719
-- cell usage in the layout, fill, tap and decap left out, types with 69 or more instances in the layout --
master / n
sky130_fd_sc_hd__edfxtp_1: 772
sky130_fd_sc_hd__nor2_1: 444
sky130_fd_sc_hd__nand2_1: 440
sky130_fd_sc_hd__mux4_2: 300
sky130_fd_sc_hd__conb_1: 256
sky130_fd_sc_hd__a21oi_1: 200
sky130_fd_sc_hd__o21ai_0: 197
sky130_fd_sc_hd__buf_4: 173
sky130_fd_sc_hd__inv_1: 157
sky130_fd_sc_hd__mux2i_1: 153
sky130_fd_sc_hd__a211oi_1: 127
sky130_fd_sc_hd__ha_1: 118
sky130_fd_sc_hd__clkbuf_16: 96
sky130_fd_sc_hd__xnor2_1: 78
sky130_fd_sc_hd__nand3_1: 77
sky130_fd_sc_hd__nor3_1: 75
sky130_fd_sc_hd__and2_1: 74
sky130_fd_sc_hd__dfxtp_1: 69
